**design.v**
```verilog
module accumulator_store(input [35:0] in,input [15:0]Q,input [1:0]mode,
                          input clk,ld,clr,
								  output reg [35:0] out);
always @(posedge clk) begin 
case(mode)
2'b00:begin if(clr) out<= {3'b0,16'b0,Q,1'b0};
     else if(ld) out<=in;end 
2'b01: begin 
      if (clr) begin out[16:0]<= {8'b0,Q[7:0],1'b0};
                       out[35:17]<= {2'b0,8'b0,Q[15:8],1'b0};end  
     else if(ld)begin  out<=in;	end
									end 
2'b10:begin
    if (clr) begin out[8:0]<= {4'b0,Q[3:0],1'b0};
                       out[17:9]<= {4'b0,Q[7:4],1'b0};
							  out[26:18]<= {4'b0,Q[11:8],1'b0};
							  out[35:27]<= {4'b0,Q[15:12],1'b0};end  
     else if(ld) out<=in;
end 
endcase
end
endmodule
module adder_subtractor(
    input [1:0] mode,
    input [35:0] Z,
    input [15:0] M_out,
	 input [3:0]flags ,
    output [15:0] sum
);
    wire [15:0] A_mode_00, A_mode_01, A_mode_10;
    wire [15:0] A_selected;
    assign A_mode_00 = Z[32:17];
    assign A_mode_01 = {Z[33:26], Z[16:9]};
    assign A_mode_10 = {Z[35:32], Z[26:23], Z[17:14], Z[8:5]};
    mux_4bit mux(mode, A_mode_00, A_mode_01, A_mode_10,0,A_selected);
	 adder_sub add_sb(flags,mode,A_selected,M_out,sum);    
endmodule
module adder_sub (
     input [3:0] flags , 
	  input [1:0] mode,
    input [15:0] A,         
    input [15:0] B,         
    output [15:0] result   
);
    wire [15:0] B_xor;      
    wire [15:0] carry;      
	 wire cout;
    assign B_xor[3:0] = B[3:0] ^ {4{flags[0]}};  
	 assign B_xor[7:4] = B[7:4] ^ {4{flags[1]}};
	 assign B_xor[11:8] = B[11:8] ^ {4{flags[2]}};
	 assign B_xor[15:12] = B[15:12] ^ {4{flags[3]}};
    full_adder FA0 (.a(A[0]), .b(B_xor[0]), .cin(flags[0]), .sum(result[0]), .cout(carry[0]));
    full_adder FA1 (.a(A[1]), .b(B_xor[1]), .cin(carry[0]), .sum(result[1]), .cout(carry[1]));
    full_adder FA2 (.a(A[2]), .b(B_xor[2]), .cin(carry[1]), .sum(result[2]), .cout(carry[2]));
    full_adder_4_1st FA3 (.mode(mode),.flags(flags),.a(A[3]), .b(B_xor[3]), .cin(carry[2]), .sum(result[3]), .cout(carry[3]));
    full_adder FA4 (.a(A[4]), .b(B_xor[4]), .cin(carry[3]), .sum(result[4]), .cout(carry[4]));
    full_adder FA5 (.a(A[5]), .b(B_xor[5]), .cin(carry[4]), .sum(result[5]), .cout(carry[5]));
    full_adder FA6 (.a(A[6]), .b(B_xor[6]), .cin(carry[5]), .sum(result[6]), .cout(carry[6]));
    full_adder_8 FA7 (.mode(mode),.flags(flags),.a(A[7]), .b(B_xor[7]), .cin(carry[6]), .sum(result[7]), .cout(carry[7]));
    full_adder FA8 (.a(A[8]), .b(B_xor[8]), .cin(carry[7]), .sum(result[8]), .cout(carry[8]));
    full_adder FA9 (.a(A[9]), .b(B_xor[9]), .cin(carry[8]), .sum(result[9]), .cout(carry[9]));
    full_adder FA10 (.a(A[10]), .b(B_xor[10]), .cin(carry[9]), .sum(result[10]), .cout(carry[10]));
    full_adder_4_3rd FA11 (.mode(mode),.flags(flags),.a(A[11]), .b(B_xor[11]), .cin(carry[10]), .sum(result[11]), .cout(carry[11]));
    full_adder FA12 (.a(A[12]), .b(B_xor[12]), .cin(carry[11]), .sum(result[12]), .cout(carry[12]));
    full_adder FA13 (.a(A[13]), .b(B_xor[13]), .cin(carry[12]), .sum(result[13]), .cout(carry[13]));
    full_adder FA14 (.a(A[14]), .b(B_xor[14]), .cin(carry[13]), .sum(result[14]), .cout(carry[14]));
    full_adder FA15 (.a(A[15]), .b(B_xor[15]), .cin(carry[14]), .sum(result[15]), .cout(cout));  
endmodule
module full_adder (
    input a,            
    input b,            
    input cin,          
    output sum,         
    output cout         
);
    assign sum = a ^ b ^ cin;         
    assign cout = (a & b) | (b & cin) | (a & cin);  
endmodule
module full_adder_4_1st (
input [1:0]mode,
input [3:0]flags,
    input a,            
    input b,            
    input cin,          
    output sum,         
    output cout         
);
    assign sum = a ^ b ^ cin;         
   assign cout = (mode == 2'b10) ?flags[1]:(a & b) | (b & cin) | (a & cin);
endmodule
module full_adder_8 (
input [1:0]mode,
input [3:0]flags,
    input a,            
    input b,            
    input cin,          
    output sum,         
    output cout         
);
    assign sum = a ^ b ^ cin;         
   assign cout = (mode == 2'b00) ?(a & b) | (b & cin) | (a & cin):flags[2];
endmodule
module full_adder_4_3rd (
input [1:0]mode,
input [3:0]flags,
    input a,            
    input b,            
    input cin,          
    output sum,         
    output cout         
);
    assign sum = a ^ b ^ cin;         
   assign cout = (mode == 2'b10) ?flags[3]:(a & b) | (b & cin) | (a & cin);
endmodule
 module mux_4bit (input [1:0] mode,
	                  input [15:0]in1,in2,in3,in4,
							output [15:0] out);
assign	 out=(mode==2'b00)?in1:
             (mode==2'b01)?in2:
             (mode==2'b10)?in3:in4;
             endmodule 
module arithmetic_shifter( 
    input [35:0] Z,
	 input [15:0] sum,
	 input [1:0] mode,
    output[35:0] temp_accumulator 
);
 assign temp_accumulator = (mode==2'b00) ? {3'b0,sum[15],sum, Z[16:1]} :
                           (mode==2'b01) ? {2'b0,sum[15],sum[15:8],Z[25:18],sum[7],sum[7:0],Z[8:1]} :
									(mode==2'b10) ? {sum[15],sum[15:12],Z[31:28],sum[11],sum[11:8],Z[22:19],sum[7],sum[7:4],Z[13:10],sum[3],sum[3:0],Z[4:1]} :0;
endmodule
module booth_controller(
    input clk,
	 input [1:0] mode,
    input start,
    input [15:0] M,
    input [15:0] Q,
    output [31:0] result,
    output done
);
wire ld,clr,dec;
wire  clr_count;
data_path uut0(mode, clk,ld,clr,dec,clr_count,M,Q,result,eqz);
control_path uut1(clk,eqz,start,ld,clr,dec,done,clr_count);
endmodule 
module booth_encoder(
input [1:0]mode,
    input [35:0]accum,
    input [15:0] M,
    output reg [15:0] M_out , 
	 output reg [3:0]flags
);
    always @(*) 
    begin
case(mode)
2'b00: begin
         case (accum[1:0])
            2'b00:begin M_out =0;  flags=4'b0000; end            
            2'b01:begin M_out = M; flags=4'b0000;end 
            2'b10:begin M_out = M; flags=4'b1111;end 
            2'b11:begin M_out =0;  flags=4'b0000; end                       
         endcase
        end 
2'b01:  begin 
            case (accum[18:17])
            2'b01:begin  M_out[15:8]=M[15:8] ;flags[3:2]=2'b00;end
            2'b10:begin  M_out[15:8]=M[15:8] ;flags[3:2]=2'b11;end
            default:begin  M_out[15:8]=8'b0 ;flags[3:2]=2'b00;end 
            endcase
            case(accum[1:0])
            2'b01:begin M_out[7:0]=M[7:0] ;flags[1:0]=2'b00;end 
            2'b10:begin M_out[7:0]=M[7:0] ;flags[1:0]=2'b11;end
            default:begin M_out[7:0]=8'b0;flags[1:0]=2'b00;end
            endcase 
         end   
2'b10:begin 
		 case (accum[28:27])
         2'b01:begin  M_out[15:12]=M[15:12] ;flags[3]=1'b0;end
         2'b10:begin  M_out[15:12]=M[15:12] ;flags[3]=1'b1;end
         default:begin M_out[15:12]=4'b0 ;flags[3]=1'b0;end 
         endcase
         case(accum[19:18])
         2'b01:begin  M_out[11:8]=M[11:8] ;flags[2]=1'b0;end
         2'b10:begin  M_out[11:8]=M[11:8] ;flags[2]=1'b1;end
         default:begin  M_out[11:8]=4'b0 ;flags[2]=1'b0;end 
         endcase
         case (accum[10:9])
         2'b01:begin  M_out[7:4]=M[7:4] ;flags[1]=1'b0;end
         2'b10:begin  M_out[7:4]=M[7:4] ;flags[1]=1'b1;end
         default:begin  M_out[7:4]=4'b0 ;flags[1]=1'b0;end 
         endcase
         case (accum[1:0])
         2'b01:begin  M_out[3:0]=M[3:0] ;flags[0]=1'b0;end
         2'b10:begin  M_out[3:0]=M[3:0] ;flags[0]=1'b1;end
         default:begin  M_out[3:0]=4'b0 ;flags[0]=1'b0;end 
         endcase
        end 
        endcase  
end
endmodule
module compare(mode,temp_accumulator,count_out,eqz,result,accumulator);
input [1:0] mode;
input [4:0]count_out;
input [35:0]temp_accumulator ;
output reg[35:0] accumulator;
output reg[31:0] result ;
output reg eqz;
always @(*)
begin
if(!count_out )begin
eqz<=1;
case(mode)
2'b00:result<=accumulator[32:1];
2'b01:result<={accumulator[33:18],accumulator[16:1]};
2'b10:result<={accumulator[35:28],accumulator[26:19],accumulator[17:10],accumulator[8:1]};
endcase
end
else begin
eqz<=0;
result<=0;
accumulator<=temp_accumulator;
end 
end
endmodule 
module control_path( 
    input clk,eqz,
    input start,
    output reg ld,clr,dec,done,clr_count);
  reg [2:0] state;
  parameter S0=2'b00,S1=2'b01 , S2=2'b10,S3=2'b11;
  always @(posedge clk)
  begin
  case(state)
  S0:if(start)state<=S1;
  S1:state<=S2;
  S2:if (eqz)state<=S3; else state<=S2;
  S3:state=S0;
  default : state<=S0;
  endcase
  end 
  always @(state)
  begin
  case(state)
  S0:begin ld=0;clr=0;dec=0;done=0;clr_count=0;end 
  S1:begin ld=0;clr=1;dec=0;clr_count=1;done=0;end
  S2:begin ld=1;clr=0;dec=1;clr_count=0;done=0;end
  S3:begin ld=0;clr=0;dec=0;clr_count=0;done=1;end
  endcase 
  end 
	endmodule 
module counter(clk,mode,dec,clr,count_out);
input [1:0]mode;
input dec,clk,clr;
output reg [4:0] count_out;
always @(posedge clk)
begin
if(dec)count_out<=count_out-1;
else if(clr) begin
case(mode)
2'b00:count_out<=5'd16;
2'b01:count_out<=5'd8;
2'b10:count_out<=5'd4;
endcase
end
else count_out<=count_out;
end 
endmodule 
module data_path(
input[1:0] mode,
    input clk,ld,clr,dec,clr_count,
    input [15:0] M,
    input [15:0] Q,
    output [31:0] result,
    output eqz
);
    wire[35:0] accumulator,temp_accumulator;       
	wire[35:0] Z;
	wire [4:0]count_out ;
	wire [15:0]sum;
	wire [15:0] M_out;
	wire [3:0]flags;
  accumulator_store dut0(accumulator,Q,mode, clk,ld,clr,Z);
  booth_encoder mux(mode,Z,M,M_out,flags);
  adder_subtractor dut1(mode,Z,M_out,flags ,sum);
  arithmetic_shifter dut2(Z,sum,mode,temp_accumulator);
  counter count(clk,mode,dec,clr_count,count_out);
  compare cmpr(mode,temp_accumulator,count_out,eqz,result,accumulator);
 endmodule 
```
**run.sh**
```bash
#!/bin/bash
# OpenROAD 26Q1-2900-gdf79404cd8, Yosys 0.63+post, stock flow scripts
make -C /OpenROAD-flow-scripts/flow DESIGN_CONFIG=/design/flow/config.mk WORK_HOME=/design/flow/orfs finish
```
**config.mk**
```make
export PLATFORM = sky130hd
export DESIGN_NAME = booth_controller
export DESIGN_NICKNAME = booth_controller
export VERILOG_FILES = /design/flow/design.v
export SDC_FILE = /design/flow/constraint.sdc
export NUM_CORES = 4
export LEC_CHECK = 1
export CORE_UTILIZATION = 40
```
**constraint.sdc**
```tcl
current_design booth_controller

set clk_period 4.0
set clk_io_pct 0.2

create_clock -name clk0 -period $clk_period [get_ports {clk}]

set non_clock_inputs [all_inputs -no_clocks]
set_input_delay [expr $clk_period * $clk_io_pct] -clock clk0 $non_clock_inputs
set_output_delay [expr $clk_period * $clk_io_pct] -clock clk0 [all_outputs]
```
==> Changelog: implementation <==
### Changed

- Number of unconstrained endpoints: 122
- Synth cell types: 53
- Log Warnings: 33
- Reg-to-Reg Start: uut1.state[0]
- Vias in the first global route: 4,489
- Final setup violation count: 0
- Ys Warns: 7
- Final Hold Fails: 0
- Drt pass-1 iters: 13
- Pwr dens: 350 nW/µm²
- Fp util: 0.414
- Post-CTS setup buffers: 0
- Setup Skew: 0.00148 ns
- R2R Setup Slk: 1.35 ns
- Final period util: 0.747
- ANT cells: 0
- Count leader, synth: dlxtn_1
- GPL Wtd Cong: 0.899
- I/O Pins: 69
- Area Overhead vs Synth: 15.0%
- Worst Path Arrival: 3.01 ns
- XOR Share, Synth: 0.0297
- RSZ-0062 raised after global routing: false
- Final ANT Viol Nets: 0
- Hold Crit Class: register to register
- Hold buffers post-CTS: 0
- Simple share: 0.133
- Place WS: 0.721 ns
- Chip area: 15,700 µm²
- TritonCTS clock tree: built
- Vias/cell: 5.49
- Main synth FF type: dlxtn_1
- Hold slack: 0.616 ns
- TNS Setup: 0 ns
- Status: finished clean
- CP Launch Type: primary input
- Slew headroom: 0.467
- Reg2reg end: uut0.dut0.out[13]
- Iteration-0 DRC Markers: 297
- GRT Total Usage: 0.207
- Fraction of registers with async set or reset after synthesis: 0
- Top logic family: AND-OR/OR-AND gates
- Layout cell share with drive strength beyond 1: 0.0696
- Fmax: 335 MHz
- Antenna violations before repair: 0
- Row cnt: 44
- Area leader share: 0.222
- Hold Path Sink: uut0.dut0.out[0]
- Final HPWL DP: 10,900 µm
- Clk latency late pin: 0.28 ns
- First-pass GRT wire length: 24,500 µm
- Flops out of synthesis: 133
- Mapped cell area: 6070 µm²
- Cells after Synth: 635
- Post-synth area from yosys stat: 6070 µm²
- Crit path DRT: 4.03 ns
- P_leak: 2.74 nW
- R2r worst-path depth: 7
- Via count: 4,716
- Fin. max-slew vios: 0
- Total grt overflow: 0
- Worst-Margin Slew: 0.798 ns
- Yosys top cell by area: dlxtn_1
- Crit Path Category: primary input to register
- Worst setup EP type: register
- Hold depth: 2
- Post-Route WL: 15,200 µm
- Setup ws final: 1.01 ns
- MUX area fraction: 0.0623
- Number of enable flip-flop cells: 43
- Worst-case clock buffer depth: 2
- Clock transition at path regs: 0.06 ns
- TritonCTS Buffers: 5
- Ranking of synthesized cells by area: dlxtn_1 22%, edfxtp_1 21%, mux2i_1 5.1%, fa_1 4.6%, a22oi_1 4.3%
- HP Start: uut0.dut0.out[0]
- Critical path fanouts, max: 24
- Die X: 125 µm
- Port bufs: 68
- DR WL/cell: 17.6 µm
- Core ar.: 14,600 µm²
- Final Critical Period: 2.99 ns
- Post-Syn Area per Cell: 9.56 µm²
- Post-cts sizing count: 0
- Max-capacitance violation count: 0
- Aoi share: 0.196
- Adder share: 0.0792
- DRC viols: 0
- Max IR drop VDD: 0.184 mV
- Clock Tree Root: clkbuf_16
- DIE HEIGHT: 125 µm
- H-Tree Depth: 2
- Yosys Instances: 635
- Register pins left without a clock: 90
- Pin count of the biggest net entering global routing: 69
- Most instantiated cells after synthesis: 90 x dlxtn_1, 46 x nand2_1, 45 x o21ai_0
## cells by family (layout without fill, tap and decap cells)
kind of cell	count (synthesis)	in the layout
other cells	1	3
compound gates	172	172
buf+inv	80	118
latches	90	90
simple gates	163	163
flops	43	43
mux	37	37
xor+xnor	19	19
fa+ha+maj	30	30
## area by class of cell
class | count | area (µm²)
fillers | 1356 | 7660
multi-input cells | 424 | 3060
flip-flops and latches | 133 | 2640
repair buffers | 80 | 771
well taps | 184 | 230
clock buffers | 6 | 129
inverters | 31 | 121
clock inverters | 1 | 30.0
## through the flow
stage               cells  instance area [µm²]  total power, mW   util
CTS                   859                 6980             2.45  0.477
global route          859                 6980             2.60  0.477
finish                859                 6980             2.44  0.477
global placement      852                 6820             1.96  0.466
floorplan             637                 6080             1.70      -
detailed placement    852                 6820             1.98  0.466
## per-layer routing
metal  wire [µm]  global-route usage  vias to the layer above
met4         199              0.0237                        0
met2        6730               0.307                      159
li1            -                   -                     2306
met5           0                   0                        -
met3        1200              0.0563                       13
met1        7010               0.326                     2238
## sequential cells by signal, indices dropped and copies added, names as in the netlist
| signal | count |
|---|---|
| uut0.dut0.out | 36 |
| uut0.cmpr.accumulator | 35 |
| uut0.cmpr.result | 32 |
| uut0.mux.M_out | 16 |
| uut0.count.count_out | 5 |
| uut0.mux.flags | 4 |
| uut1.state | 2 |
| uut1.clr | 1 |
| uut1.done | 1 |
| uut1.ld | 1 |
## critical path, cell delays in order
cell and delay [ns]:
clkdlybuf4s50_1 0.56, inv_1 0.10, ha_2 0.64, nand2b_1 0.35, o21ai_0 0.24, buf_4 0.21, o21ai_0 0.10
## power breakdown
part	total, mW	switching (mW)	internal, mW
clock network	0.455	0.163	0.291
registers	0.960	0.166	0.794
logic	1.03	0.571	0.455
total	2.44	0.900	1.54
## how the worst max path moves through the flow
stage | end | start | slack (ns) | cells past startpoint
6_report | uut0.dut0.out[9] | mode[1] | 1.01 | 7
4_1_cts | uut0.dut0.out[16] | mode[1] | 1.03 | 7
5_1_grt | uut0.dut0.out[25] | mode[1] | 0.82 | 7
## cell usage in the layout, fill, tap and decap left out, drive strengths merged, types with 11 or more instances in the layout
| cell type | count |
|---|---|
| xnor2 | 11 |
| ha | 16 |
| mux2i | 31 |
| clkdlybuf4s50 | 68 |
| fa | 14 |
| nor2b | 20 |
| o22ai | 14 |
| edfxtp | 43 |
| a21oi | 21 |
| dlxtn | 90 |
| a22oi | 35 |
| nand2b | 13 |
| nor2 | 42 |
| inv | 31 |
| buf | 12 |
| o21ai | 48 |
| and2 | 23 |
| a211oi | 18 |
| nand2 | 46 |
Power figures rest on the tool's default switching activity, not on a simulated workload.
